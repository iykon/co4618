--- flow/constraint.sdc ---
current_design mul_float

set clk_period 7.9
set clk_io_pct 0.2

create_clock -name clk0 -period $clk_period [get_ports {clk}]

set non_clock_inputs [all_inputs -no_clocks]
set_input_delay [expr $clk_period * $clk_io_pct] -clock clk0 $non_clock_inputs
set_output_delay [expr $clk_period * $clk_io_pct] -clock clk0 [all_outputs]
--- flow/config.mk ---
export PLATFORM = sky130hd
export DESIGN_NAME = mul_float
export DESIGN_NICKNAME = mul_float
export VERILOG_FILES = /design/flow/design.v
export SDC_FILE = /design/flow/constraint.sdc
export NUM_CORES = 4
export LEC_CHECK = 1
export CORE_UTILIZATION = 50
--- flow/design.v ---
`timescale 1ns / 1ps
module mul_float(
			input clk,
			input wire[31:0]a,
			input wire[31:0]b,
			output wire[31:0]c,
			output wire overflow
		);
	wire [8:0]e1;
	wire [8:0]e2;
	wire [23:0]A;
	wire [63:0]m;
	wire s1, s2;
	wire sign;
	wire g;
	wire [7:0]e_final;
	wire [22:0]P_final;
	wire err_INF;
	reg [8:0]e;
	reg [23:0]P;
	reg r, s;
	mul_int mul_int_0(clk, {9'b0000_0000_1, a[22:0]}, {9'b0000_0000_1, b[22:0]}, m[63:0]);
	assign s1 = a[31];
	assign s2 = b[31];
	assign sign = s1 ^ s2;
	assign e1 = {1'b0, a[30:23]};
	assign e2 = {1'b0, b[30:23]};
	assign g = A[23];
	assign A[23:0] = m[23:0];
	always @(*) begin
		e = e1 - 9'b00111_1111 + e2;
		P[23:0] = m[47:24];
		r = A[22];
		s = A[0] | A[1] | A[2] | A[3] | A[4] | A[5] | A[6] | A[7] | A[8] | A[8] | A[9] | A[10] | A[11] | A[12] | A[13] | A[14] | A[15] | A[16] | A[17] | A[18] | A[19] | A[20] | A[21];
		if (!P[23]) begin
			P = P << 1;
			P[0] = A[23];
		end else begin
			s = s | r;
			r = g;
			e = e + 9'b1;
		end
		if (r && s) P = P + 23'b1;
	end
	specialJudge sj(a[30:0], b[30:0], {e[7:0], P[22:0]}, {e_final[7:0], P_final[22:0]}, err_INF);
	assign c[31] = sign;
	assign c[30:23] = e_final[7:0];
	assign c[22:0] = P_final[22:0];
	assign overflow = e[8] || err_INF;
endmodule
`timescale 1ns / 1ps
module mul_int(
		input clk,
		input wire [31:0]a,
		input wire [31:0]b,
		output wire [63:0]c
		);
	reg [4:0] cnt;
	reg [63:0] tmp;
	reg [63:0] ans;
	initial begin
		cnt = 5'b0;
		tmp = 64'b0;
		ans = 64'b0;
	end
	always @(posedge clk) begin
		if (cnt == 5'b0) begin
			ans = tmp;
			tmp = 64'b0;
		end
		if (a[cnt] == 1'b1) begin
			tmp[63:32] = b[31:0] + tmp[63:32]; 	 
		end
		tmp = tmp >> 1; 	 
		cnt = cnt + 5'b1;
	end
	assign c = ans;
endmodule
`timescale 1ns / 1ps
module specialJudge(
		input [30:0]a,
		input [30:0]b,
		input [30:0]in,
		output [30:0]out,
		output err_INF
    );
	 reg err;
	 reg [30:0]tmp;
	 initial begin
		 err = 1'b0;
	 end
	 always @* begin
		tmp = in;
		if (a == 31'b1111111_10000000_00000000_00000000 || b == 31'b1111111_10000000_00000000_00000000)
			tmp = 31'b1111111_10000000_00000000_00000000;
		if (a == 31'b0000000_00000000_00000000_00000000 || b == 31'b0000000_00000000_00000000_00000000)
			tmp = 31'b0000000_00000000_00000000_00000000;
		if (a == 31'b0000000_00000000_00000000_00000000 && b == 31'b1111111_10000000_00000000_00000000)
			tmp = 31'b1111111_11111111_11111111_11111111;
		if (a == 31'b1111111_10000000_00000000_00000000 && b == 31'b0000000_00000000_00000000_00000000)
			tmp = 31'b1111111_11111111_11111111_11111111;
		if (a == 31'b1111111_11111111_11111111_11111111 || b == 31'b1111111_11111111_11111111_11111111)
			tmp = 31'b1111111_11111111_11111111_11111111;
		if (tmp == 31'b1111111_11111111_11111111_11111111)
			err = 1'b1;
		else
			err = 1'b0;
	 end
	 assign out = tmp;
	 assign err_INF = err;
endmodule
--- flow/run.sh ---
#!/bin/bash
# OpenROAD 26Q1-2900-gdf79404cd8, Yosys 0.63+post, stock flow scripts
make -C /OpenROAD-flow-scripts/flow DESIGN_CONFIG=/design/flow/config.mk WORK_HOME=/design/flow/orfs finish
==> insert_results.sql <==
-- flow metrics import
INSERT INTO impl_metrics (metric_group, metric, value, unit) VALUES
('worst_setup_path', 'timing.critical_path.slowest_cell_delay', '510', 'ps'),
('cells_and_area', 'area_growth_syn_to_fin', '24.1', '%'),
('synthesis', 'postSynthSeqShare', '38.2', '%'),
('place', 'portBuffers', '97', ''),
('synthesis', 'yosys_register_bits', '116', ''),
('die', 'die_x', '123', 'um'),
('place', 'dp_worst_setup_slack', '909', 'ps'),
('pwr', 'power_switching', '0.341', 'mW'),
('flow_run', 'timing.max_cap.violations', '0', ''),
('routing', 'num_vias', '6160', ''),
('sta', 'whs', '411', 'ps'),
('clocking', 'cts_hold_buf', '0', ''),
('worst_setup_path', 'worst_path_max_delay_cell', 'clkdlybuf4s50_1', ''),
('pwr', 'vdd_drop_max', '0.202', 'mV'),
('flow_run', 'openroad.warnings', '27', ''),
('synthesis', 'synth_async_sr_flop_share', '0', '%'),
('sta', 'setup_viol', '0', ''),
('pwr', 'cellLeakagePower', '3.51', 'nW'),
('routing', 'routed_vias_inst', '5.60', ''),
('pwr', 'power.total', '1.60', 'mW'),
('sta', 'timing.fmax', '143', 'MHz'),
('clocking', 'clk_latency', '400', 'ps'),
('clocking', 'htree_num_levels', '4', ''),
('sta', 'finalWorstSetupSlack', '897', 'ps'),
('cells_and_area', 'fillers', '1095', ''),
('pwr', 'cellPowerDensity', '175', 'nW/um^2'),
('synthesis', 'syn_avg_cell_area', '9.05', 'um^2'),
('routing', 'detailedRoute.firstIterationViolations', '317', ''),
('grt', 'antenna_found_initial', '0', ''),
('worst_setup_path', 'path_delay_family', 'buffers and inverters', ''),
('worst_setup_path', 'worstPathArrival', '5420', 'ps'),
('pwr', 'p_clk_share', '50.0', '%'),
('synthesis', 'yosys.stat.chipArea', '7340', 'um^2'),
('clocking', 'clock_tree_from_tritoncts', 'yes', ''),
('worst_setup_path', 'path_max_fanout', '4', ''),
('pwr', 'power_report.internal_total', '1.26', 'mW'),
('routing', 'postRouteWirelength', '16.4', 'mm'),
('worst_setup_path', 'reg_to_reg_setup_timing_slack', '3330', 'ps'),
('clocking', 'cts_sinks', '116', ''),
('grt', 'grt_pass1_vias', '5712', ''),
('run_status', 'run_status', 'finished, final reports clean', ''),
('synthesis', 'synth-edff-count', '48', ''),
('synthesis', 'count_of_cell_types_in_the_netlist', '68', ''),
('sta', 'maxSlewHeadroom', '51.4', '%'),
('worst_setup_path', 'end_kind', 'output port', ''),
('sta', 'actual_transition_at_the_worst_max_transition_pin', '729', 'ps'),
('place', 'gp_routability_congestion', '0.900', ''),
('routing', 'ant_nets', '0', ''),
('synthesis', 'synth.yosys.num_cells', '812', ''),
('synthesis', 'yosys.area.top_type_share', '19.6', '%'),
('die', 'fp.dieArea', '15200', 'um^2'),
('worst_setup_path', 'worst_path_most_repeated_cell', 'inv_1', ''),
('worst_setup_path', 'worstPathRequired', '6320', 'ps'),
('clocking', 'ctsRootBufferMaster', 'clkbuf_16', ''),
('routing', 'routedWlPerCell', '14.9', 'um'),
('die', 'design.portCount', '98', ''),
('pwr', 'switching_share', '21.4', '%'),
('worst_setup_path', 'timing.critical_path.cells', 'clkdlybuf4s50_1 > inv_1 > ha_1 > inv_1 > ha_1 > inv_1 > fa_1 > nor2_1 > and3_1 > nor4b_1 > xor2_1 > nand2_1 > nor4_1 > nand4_1 > o41a_1 > o21ai_1 > clkdlybuf4s50_1', ''),
('sta', 'min_period', '7000', 'ps'),
('synthesis', 'synthDominantAreaCellType', 'edfxtp_1', ''),
('worst_setup_path', 'crit_path_start_kind', 'input pin', ''),
('place', 'dpl.hpwl', '12.3', 'mm'),
('sta', 'maxSlewViolCount', '0', ''),
('die', 'fp.coreArea', '14100', 'um^2'),
('routing', 'detailedRoute.firstPassIterationCount', '4', ''),
('worst_setup_path', 'critPathBufInv', '5', ''),
('synthesis', 'most_common_cell', 'nand2_1', ''),
('grt', 'grt_start_max_net_pins', '60', ''),
('clocking', 'cts_post_setup_buffers_inserted', '0', ''),
('die', 'rows', '43', ''),
('sta', 'rsz0062_at_grt', 'false', '');
cell usage in the layout, fill, tap and decap left out, drive strengths merged, types with 26 or more instances in the layout:
master and n:
a21oi 33, dfxtp 68, nand2 87, ha 42, edfxtp 48, clkdlybuf4s50 97, nor2 39, and2 56
xnor2 35, nor3 26, o21ai 54, inv 38, nor4 27
through the flow:
step / instance area (um^2) / std cells
final: 9110 / 1100
after global routing: 9110 / 1100
after CTS: 9110 / 1100
after detailed placement: 8480 / 1068
after global placement: 8480 / 1068
after floorplan: 7340 / 812
cell type report:
cell class	count	area [um^2]	share of cell area, %
clock buffer	18	429	4.71
tap	180	225	2.47
sequential	116	2800	30.8
clock inverter	14	200	2.20
multi-input combinational	632	4290	47.1
inverter	35	131	1.44
timing repair buffer	105	1030	11.3
sequential cells by signal, summed over array words and instances, names as in the netlist:
register,count
mul_int_0.ans,48
mul_int_0.cnt,5
mul_int_0.tmp,63
path summary, 6_finish.rpt:
path,startpoint,to,cells after the start
hold reg to reg,mul_int_0.tmp[0]$_SDFF_PP0_,mul_int_0.ans[0]$_DFFE_PP_,0
setup / recovery,a[23],overflow,17
setup reg to reg,mul_int_0.cnt[0]$_DFF_P_,mul_int_0.tmp[59]$_DFF_P_,17
hold / removal,mul_int_0.tmp[0]$_SDFF_PP0_,mul_int_0.ans[0]$_DFFE_PP_,0
power groups by stage:
stage | logic, mW | registers (mW) | clock network, mW
after global routing | 0.192 | 0.627 | 0.840
final | 0.171 | 0.627 | 0.798
after CTS | 0.172 | 0.627 | 0.813
layer usage:
metal  vias up  GRT usage [%]  part of all wire (%)
li1       3168              -                     -
met1      2800           38.9                    50
met2       183           34.5                    43
met3         9           5.56                   6.2
met4         0           1.88                  0.77
met5         -              0                     0
worst register-to-register path: cells and delay by family (launching register included):
kind | cells | cell delay, ps
AND/OR/NAND/NOR | 5 | 1210
flip-flops | 1 | 580
buffers and inverters | 3 | 590
adder cells (fa/ha/maj) | 3 | 770
AND-OR/OR-AND | 6 | 1340
logic make-up (layout without fill, tap and decap cells):
logic type,count (synthesis),count (layout),share of synthesized area [%]
and+or+nand+nor,330,330,23.7
xor gates and xnor gates,60,60,7.15
adders and majority gates,44,44,7.70
muxes,27,27,4.68
AOI/OAI and AO/OA,171,171,15.1
DFF,116,116,38.2
buffers and inverters,64,172,3.51
Power and IR drop assume default switching activity.
