===== /design/flow/config.mk =====
export PLATFORM = sky130hd
export DESIGN_NAME = floating_point_adder
export DESIGN_NICKNAME = floating_point_adder
export VERILOG_FILES = /design/flow/design.v
export SDC_FILE = /design/flow/constraint.sdc
export NUM_CORES = 4
export LEC_CHECK = 1
export CORE_UTILIZATION = 50

===== /design/flow/constraint.sdc =====
current_design floating_point_adder

set clk_period 12.5
set clk_io_pct 0.2

create_clock -name clk0 -period $clk_period [get_ports {clk}]

set non_clock_inputs [all_inputs -no_clocks]
set_input_delay [expr $clk_period * $clk_io_pct] -clock clk0 $non_clock_inputs
set_output_delay [expr $clk_period * $clk_io_pct] -clock clk0 [all_outputs]

===== /design/flow/design.v =====
`timescale 1ns / 1ps
module Big_ALU(
	input wire clk,
	input wire [25:0]A,
	input wire [25:0]B,
	input wire op,
	output wire [24:0]res,
	output reg sign
    );
	 reg [25:0] midres;
	 assign res=midres[24:0];
	always @(posedge clk) begin
		if(op) begin
			midres=A-B;
			if(midres[25])begin
				midres=~midres+1;
				sign=1;
			end
			else begin
				sign=0;
			end
		end
		else begin
			midres=A+B;
			sign=0;
		end
	end
endmodule
`timescale 1ns / 1ps
module Mantissa_Shift(
	input wire clk,
	input wire [31:0] A,
	input wire [31:0] B,
	input wire [8:0] exp_diff,
	output reg [25:0] mant_A,
	output reg [25:0] mant_B
    );
	 reg [25:0]amant;
	 reg [25:0]bmant;
	always@(posedge clk)begin
		amant[22:0]=A[22:0];
		bmant[22:0]=B[22:0];
		amant[23]=1;
		bmant[23]=1;
		amant[25:24]=2'b00;
		bmant[25:24]=2'b00;
		if(exp_diff[7:0]!=0) begin
			if(exp_diff[8]) begin
				amant=amant>>exp_diff[7:0];
			end
			else begin
				bmant=bmant>>exp_diff[7:0];
			end
		end
		mant_A=amant;
		mant_B=bmant;
	end
endmodule
`timescale 1ns / 1ps
module Small_ALU(
	input wire clk,
	input wire [7:0] exp_A,
	input wire [7:0] exp_B,
	output reg [8:0] exp_diff,
	output reg [7:0] larger
    );
	always@(posedge clk) begin
		if(exp_A>exp_B) begin
			exp_diff[7:0]=exp_A[7:0]-exp_B[7:0];
			larger=exp_A;
			exp_diff[8]=0;
		end
		else begin
			exp_diff[7:0]=exp_B[7:0]-exp_A[7:0];
			larger=exp_B;
			exp_diff[8]=1;
		end
	end
endmodule
`timescale 1ns / 1ps
module floating_point_adder(
	input wire clk,
	input wire [31:0] A,
	input wire [31:0] B,
	input wire op,	
	output wire [31:0] res,
	output reg error
	    );
	wire operator;
	wire [8:0]exp_diff;
	wire [25:0] mant_A;
	wire [25:0] mant_B;
	 wire [7:0]lexp;
	 wire [24:0]temp_res;
	 wire temp_sign;
	 reg [24:0]rtemp;
	 reg [7:0]etemp;	 
	 reg [22:0]final_res;
	 reg [7:0]final_exp;
	 reg [5:0] count;
	 reg last;
	 initial begin 
		count[5:0]=6'b000000;
		error=0;
		last=0;
	 end
	assign operator=B[31]^A[31]^op;
	assign	res[31]=A[31]^temp_sign; 
	assign res[22:0]=final_res;
	assign res[30:23]=final_exp;
	Small_ALU SA_instance(clk, A[30:23], B[30:23],exp_diff[8:0],lexp);
	Mantissa_Shift MS_instance(clk,A, B,exp_diff,mant_A, mant_B);
	Big_ALU BA_instance(clk, mant_A, mant_B, operator, temp_res, temp_sign);
	always@(posedge clk)begin
		if(count==0) begin
			rtemp[24:0]=temp_res[24:0];
			etemp=lexp;
			count[5:0]=count[5:0]+1'b1;
			error=0;
			last=0;
		end
		else begin
			if(etemp==0) begin
				final_res=0;
				final_exp=0;
				count[5:0]=6'b000000;
			end
			else if(etemp==8'hff) begin
				if(rtemp==0) begin
					final_res=23'h7fffff;
					final_exp=8'hff;
					count=0;
				end
				else begin
					error=1;
					count=0;
				end
			end
			else if(rtemp>=25'h1000000)begin
				last=rtemp[0];
				rtemp=rtemp>>1'b1;
				etemp=etemp+1;
				count[5:0]=count[5:0]+1'b1;
			end
			else if(rtemp<=25'h0800000)begin
				rtemp=rtemp<<1'b1;
				etemp=etemp-1;
				count[5:0]=count[5:0]+1'b1;
			end 
			else begin
				rtemp=rtemp+last;
				final_res=rtemp[22:0];
				final_exp=etemp;
				count[5:0]=6'b000000;
			end
		end
	end
endmodule

===== /design/flow/run.sh =====
#!/bin/bash
# OpenROAD 26Q1-2900-gdf79404cd8, Yosys 0.63+post, stock flow scripts
make -C /OpenROAD-flow-scripts/flow DESIGN_CONFIG=/design/flow/config.mk WORK_HOME=/design/flow/orfs finish

==> reports/summary.txt <==
Pins Over Slew Limit: 0
# hold bufs at CTS: 0
top_reg_cell synth: dfxtp_1
Max Freq: 160 MHz
worst min-delay path class: reg -> reg
sequential share of power: 32.4%
initial antenna violation count: 0
largest net degree at the start of global routing: 63
clk ins delay skew pair: 0.43 ns
First DRT Iteration DRCs: 1045
final core utilization: 58.0%
drt pass-1 iters: 5
Max Cap Violations: 0
share of cells above drive strength 1: 7.36%
headroom to the max-slew limit: 33.2%
number of CTS-inserted buffers: 17
Net Sw Frac: 42.9%
post-DR vias/cell: 5.94
routability congestion estimate: 0.959
core footprint: 25300 sq um
Static Leak: 5.75 nW
status: finished, final reports clean
Worst-path clk slew: 0.07 ns
global-route wire length before repair: 58.3 mm
HPWL Detailed: 28.0 mm
die width: 163 um
Synth Area per Inst: 7.93 sq um
tool warnings: 58
Worst EP required: 10.00 ns
Worst R2R Setup Slack: 8.18 ns
CP Max Fanout: 3
fp_density: 51.2%
n_diodes: 0
unique cell type count in the Yosys netlist: 85
Clock Skews: 0.0168 ns
crit path launch type: input pin
Syn Inst Count: 1635
vias: 11900
Commonest Layout Cell: nand2_1
final setup violating endpoints: 0
NetSw: 1.31 mW
flops & latches, synth: 163
post-synthesis cell area: 13000 sq um
H-Tree Depth: 4
Clock Power Share: 16.3%
Root Driver: clkbuf_16
fraction of registers with async set/reset: 0%
Global Route Usage Sum: 29.0%
PortBufs: 98
global route overflow: 0
routed wire length: 36.7 mm
Yosys warning count: 4
DR WL/cell: 18.3 um
crit path kind: in -> out
DRC errors left: 0
setup TNS: 0 ns
Top Metal Used: met4
CTS tree: done
Final ANT Viol Nets: 0
Post-CTS Setup Inserts: 0
cell count listed in synth_stat.txt: 1635
wire length on met2: 16.0 mm
Chip Area, Yosys: 13000 sq um
Die H: 163 um
IR drop worst, VDD: 0.139 mV
flip-flops with a built-in enable: 64
Crit. End Element: primary output
most numerous logic cells after layout: nand2_1 (182), a21oi_1 (162), nor2_1 (151)
Max Buffers Root-to-Sink: 2
Sink Count: 163
Final period util: 50.0%
Hold Violations, Final: 0
number of global-route vias before repair: 10700
Layout area overhead: 13.2%
minimum clock period after layout: 6.24 ns
data arrival time at the worst-slack endpoint: 3.74 ns
Gate power share: 51.3%
RSZ-0062 raised after global routing: false
slew of the pin with the lowest slew margin: 0.977 ns
met3 wire len: 2.54 mm
met1 WL: 17.6 mm
Pint: 1.75 mW
Post-synth seq share: 30.1%
placement row count: 58
fill cell count: 2298
CTS resizes: 0
Power Dens Cells: 209 nW/um^2
I/O pins: 99
Die ar.: 26600 sq um
## state kept, by name, indices dropped and copies added, names as in the netlist, 8 cells and up
name                  cells
etemp                     8
final_exp                 8
SA_instance.exp_diff      9
SA_instance.larger        8
MS_instance.mant_A       24
rtemp                    25
final_res                23
BA_instance.midres       25
MS_instance.mant_B       24
## logic make-up (layout without fill, tap and decap cells)
family | after synthesis | count (layout) | share of synthesized area [%]
multiplexers | 60 | 60 | 5.98
AND-OR/OR-AND | 503 | 503 | 24.9
adder cells (fa/ha/maj) | 79 | 79 | 7.91
buffers and inverters | 205 | 242 | 6.12
XOR/XNOR | 82 | 82 | 5.54
AND/OR/NAND/NOR | 543 | 543 | 19.4
flip-flops | 163 | 163 | 30.1
## synthesized netlist by cell type (all sizes together) (21+ instances only)
cell,instances,share of area [%]
a211oi,30,1.8
a21oi,162,6.2
a31oi,21,1.0
clkbuf,106,3.1
dfxtp,99,15
edfxtp,64,15
ha,74,7.1
inv,85,2.5
mux2i,28,2.2
nand2,182,5.3
nand3,39,1.5
nor2,152,4.4
nor3,31,1.2
o21ai,106,4.1
or3,22,1.1
xnor2,51,3.4
xor2,31,2.1
## metal layers
layer | GRT usage, % | vias up
met3 | 5.85 | 25
li1 | - | 5964
met5 | 0 | -
met1 | 46.7 | 5515
met4 | 4.29 | 0
met2 | 42.4 | 397
## final timing paths
check,from,endpoint,cells past startpoint
worst min register to register,error$_SDFFE_PP0P_,error$_SDFFE_PP0P_,2
worst max register to register,MS_instance.mant_B[6]$_DFF_P_,BA_instance.midres[4]$_DFF_P_,12
worst min-delay path,error$_SDFFE_PP0P_,error$_SDFFE_PP0P_,2
worst max-delay path,A[31],res[31],3
## through the flow
| stage | area, sq um | hold WS (ns) | total power, mW | std cells | worst slack (ns) |
|---|---|---|---|---|---|
| final | 14700 | 0.459 | 3.07 | 2002 | 6.26 |
| after detailed placement | 14100 | 0.451 | 2.55 | 1970 | 6.26 |
| after global routing | 14700 | 0.479 | 3.30 | 2002 | 6.20 |
| after global placement | 14100 | 0.438 | 2.55 | 1970 | 6.27 |
| after CTS | 14700 | 0.462 | 3.07 | 2002 | 6.25 |
| after floorplan | 13000 | 0.411 | 2.07 | 1635 | 7.16 |
## final cells by class
| class | instances | area [sq um] | share of cell area (%) |
|---|---|---|---|
| repair buffers | 123 | 1170 | 7.96 |
| flip-flops and latches | 163 | 3910 | 26.6 |
| well taps | 330 | 413 | 2.81 |
| clock buffers | 17 | 425 | 2.90 |
| clock inverters | 15 | 144 | 0.980 |
| inverters | 87 | 329 | 2.24 |
| multi-input cells | 1267 | 8300 | 56.5 |
## critical path, stage by stage
cell             delay (ns)
clkdlybuf4s50_1        0.61
xor2_1                 0.16
clkdlybuf4s50_1        0.47
## power by group through the flow
stage	Sequential, mW	Clock [mW]	Combinational [mW]
final	0.994	0.499	1.57
after CTS	0.995	0.510	1.56
after global routing	1.02	0.535	1.74
Power and IR drop assume default switching activity.
